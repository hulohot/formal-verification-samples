`flow/run.sh`:
```
#!/bin/bash
# OpenROAD 26Q1-2900-gdf79404cd8, Yosys 0.63+post, stock flow scripts
make -C /OpenROAD-flow-scripts/flow DESIGN_CONFIG=/design/flow/config.mk WORK_HOME=/design/flow/orfs finish
```
`flow/constraint.sdc`:
```
current_design alu

set clk_period 272.6
set clk_io_pct 0.2

create_clock -name clk0 -period $clk_period

set non_clock_inputs [all_inputs -no_clocks]
set_input_delay [expr $clk_period * $clk_io_pct] -clock clk0 $non_clock_inputs
set_output_delay [expr $clk_period * $clk_io_pct] -clock clk0 [all_outputs]
```
`flow/design.v`:
```
module alu #(
    parameter WIDTH = 32
) (
    input  logic [WIDTH-1:0]        a,
    input  logic [WIDTH-1:0]        b,
    input  logic [3:0]              op_code,
    output logic [WIDTH-1:0]        result,
    output logic                    zero_flag,
    output logic                    negative_flag,
    output logic                    overflow_flag,
    output logic                    error_flag
);
    localparam ADD  = 4'b0000;
    localparam SUB  = 4'b0001;
    localparam AND  = 4'b0010;
    localparam OR   = 4'b0011;
    localparam XOR  = 4'b0100;
    localparam SLL  = 4'b0101;
    localparam SRL  = 4'b0110;
    localparam SRA  = 4'b0111;
    localparam MULT = 4'b1000;
    localparam DIV  = 4'b1001;
    logic               add_overflow;
    logic               sub_overflow;
    logic               div_by_zero;
    logic [2*WIDTH-1:0] mult_temp;
    assign mult_temp = a * b;
    always_comb begin
        result = '0;
        add_overflow = 1'b0;
        sub_overflow = 1'b0;
        div_by_zero = (op_code == DIV) && (b == '0);
        case (op_code)
            ADD: begin
                result = a + b;
                add_overflow = (a[WIDTH-1] == b[WIDTH-1]) && 
                              (result[WIDTH-1] != a[WIDTH-1]);
            end
            SUB: begin
                result = a - b;
                sub_overflow = (a[WIDTH-1] != b[WIDTH-1]) && 
                              (result[WIDTH-1] == b[WIDTH-1]);
            end
            AND: result = a & b;
            OR:  result = a | b;
            XOR: result = a ^ b;
            SLL: result = a << b[4:0];
            SRL: result = a >> b[4:0];
            SRA: result = $signed(a) >>> b[4:0];
            MULT: result = mult_temp[WIDTH-1:0];
            DIV: result = div_by_zero ? {WIDTH{1'b1}} : a / b;
            default: result = '0;
        endcase
    end
    always_comb begin
        zero_flag = (result == '0);
        negative_flag = result[WIDTH-1];
        case (op_code)
            ADD:  overflow_flag = add_overflow;
            SUB:  overflow_flag = sub_overflow;
            MULT: overflow_flag = |mult_temp[2*WIDTH-1:WIDTH];
            default: overflow_flag = 1'b0;
        endcase
        error_flag = (op_code == DIV && div_by_zero) || 
                     (op_code > DIV);   
    end
endmodule 
```
`flow/config.mk`:
```
export PLATFORM = sky130hd
export DESIGN_NAME = alu
export DESIGN_NICKNAME = alu
export VERILOG_FILES = /design/flow/design.v
export SDC_FILE = /design/flow/constraint.sdc
export NUM_CORES = 4
export LEC_CHECK = 1
export CORE_UTILIZATION = 30
```
==> impl_metrics.ini <==
; physical design summary
[run_status]
status = finished, final reports clean

[layout]
flops = 0
drive_above_1_share_pct = 6.407
fin_cells = 12110
fin_area_mm2 = 0.07421
synthToLayoutAreaGrowth_pct = 7.547
nClkBuffers = 0
seqCellArea_um2 = 0

[yosys]
ys_sh_simple_pct = 19.51
ys_sh_mux_pct = 3.855
syn-instance-count = 9161
top_cell = nor2_1
syn_area_per_cell_um2 = 7.532
ys_top_cells_by_count = nor2_1, inv_1, nand2_1
ys_warn_count = 1
logic_family = adder cells
yosysTopAreaCell = fa_1
synthAdderAreaFrac_pct = 42.19
top_area_share_pct = 26.05
ys_sh_xor_pct = 4.950
top_cells_by_area = fa_1, ha_1, nor2_1, inv_1, nand2_1
yosys_cells = 9161
syn_area_mm2 = 0.06900
synthAoiAreaFrac_pct = 20.40
synth-seq-area-share_pct = 0
ys_area_mm2 = 0.06900
synthDistinctLibCells = 114

[global_route]
antenna_found_initial = 32
grt_usage_pct = 29.92
grt_pass1_vias = 67770
grt_max_degree = 52
grt_pass1_wl_mm = 484.3
grt_overflow = 0

[clock_network]
ctsResizeCount = 0
post_cts_buffers = 0
ctsHoldBuffers = 0

[critical_path]
slowest_stage = clkdlybuf4s50_1
required_ns = 218.08
crit_path_frequent_cell = ha_1
cp-start-kind = primary input
slowest_delay_ns = 0.92
crit_arrival_ns = 141.50
path_class = primary input to primary output
critPathMaxFanout = 35
endpoint_kind = primary output

[route]
vias = 69000
met3_length_mm = 38.08
met2WireLength_mm = 141.2
drt_first_iter_violations = 5970
wl_met1_mm = 137.1
viasPerCell = 5.697
routed_wirelength_mm = 337.2
drtAntennaViolNets = 0
firstDrtPassIters = 6
top_layer = met5
drt_drc_violations_left = 0
avgRoutedWirePerCell_um = 27.84

[floorplan]
die_area_mm2 = 0.2319
initCoreUtil_pct = 30.27
num_rows = 175
die_x_um = 481.6
ioPinCount = 104
coreArea_mm2 = 0.2279
dieHeight_um = 481.6

[final_timing]
timing.final.crit_share_pct = 71.91
final.setup.tns_ns = 0
relSlewSlack_pct = 0.8732
period_needed_ns = 196.02
fmax_mhz = 5.101
setup_viol = 0
hold_viol = 0
slew_violations = 0
rsz0062_at_grt = false
tightest_slew_ns = 1.477
setup_ws_ns = 76.58

[place]
place_hpwl_mm = 268.8
gp_congestion = 1.065
place_area_mm2 = 0.07416
dp_slack_ns = 78.85
numPortBuffers = 104
dp.cells = 12090

[job]
cap_violations = 0
warnings = 100

[power]
power_mw = 1.729
p_sw_share_pct = 64.42
peakVddDrop_mv = 0.05965
p_sw_mw = 1.114
p_leak_nw = 34.89
p_int_uw = 615.0
power.density_mw_per_mm2 = 23.29

[hold_path]
hold_path_class = primary input to primary output
logic make-up (layout without fill, tap and decap cells):
family | after synthesis | count (layout)
buf+inv | 1650 | 1573
xor+xnor | 390 | 390
compound gates | 2099 | 2099
other cells | 0 | 19
simple gates | 3050 | 3050
mux | 184 | 184
fa+ha+maj | 1788 | 1788
metal layers:
layer	up-vias	global-route usage, %
met2	3619	42.75
met4	27	14.03
met1	33690	40.08
li1	30980	-
met3	681	11.42
met5	-	0.8078
through the flow:
stage          hold slack [ns]  util, %
4_1_cts                 110.52    32.53
6_report                110.56    32.56
2_1_floorplan           109.22        -
5_1_grt                 110.56    32.55
3_5_place_dp            110.52    32.53
3_3_place_gp            110.53    32.53
power groups by stage:
stage	combinational (mW)	clock (mW)	sequential (mW)
CTS	1.70	0	0
global route	1.88	0.00000000287	0
layout by cell type (no fill, tap or decap), types with 27 or more instances in the layout:
| cell type | instances |
|---|---|
| a211oi_1 | 60 |
| a21boi_0 | 27 |
| a21o_1 | 221 |
| a21oi_1 | 538 |
| a221oi_1 | 52 |
| a22oi_1 | 38 |
| a31oi_1 | 86 |
| and2_1 | 47 |
| and3_1 | 38 |
| buf_4 | 280 |
| clkdlybuf4s50_1 | 91 |
| fa_1 | 898 |
| ha_1 | 890 |
| inv_1 | 1151 |
| mux2_2 | 55 |
| mux2i_1 | 66 |
| mux4_2 | 59 |
| nand2_1 | 955 |
| nand2b_1 | 72 |
| nand3_1 | 132 |
| nand4_1 | 70 |
| nor2_1 | 1254 |
| nor2b_1 | 61 |
| nor3_1 | 160 |
| nor4_1 | 30 |
| o211ai_1 | 76 |
| o21a_1 | 135 |
| o21ai_0 | 339 |
| o21ai_1 | 44 |
| o21bai_1 | 54 |
| o22ai_1 | 31 |
| o31ai_1 | 56 |
| or2_2 | 40 |
| or3_1 | 72 |
| xnor2_1 | 254 |
| xor2_1 | 136 |
layout make-up:
class	instances	area, um2
well taps	3009	3765
fillers	23860	153700
diodes	19	47.55
repair buffers	383	3103
multi-input cells	7511	62820
inverters	1190	4472
worst max-delay path, delay by kind of cell:
family	cells	cell delay (ns)
adder cells (fa/ha/maj)	31	10.09
multiplexers	2	0.61
AND-OR/OR-AND	174	48.72
AND/OR/NAND/NOR	72	22.06
buffers and inverters	19	5.12
final timing paths:
kind / to / cells past startpoint / slack, ns / startpoint
worst max-delay path: zero_flag / 298 / 76.58 / b[27]
worst min-delay path: error_flag / 4 / 110.56 / op_code[2]
Power and IR drop assume default switching activity.
