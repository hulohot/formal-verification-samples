<file path="flow/constraint.sdc">
current_design fifo

set clk_period 4.7
set clk_io_pct 0.2

create_clock -name clk0 -period $clk_period [get_ports {clk}]

set non_clock_inputs [all_inputs -no_clocks]
set_input_delay [expr $clk_period * $clk_io_pct] -clock clk0 $non_clock_inputs
set_output_delay [expr $clk_period * $clk_io_pct] -clock clk0 [all_outputs]
</file>
<file path="flow/run.sh">
#!/bin/bash
# OpenROAD 26Q1-2900-gdf79404cd8, Yosys 0.63+post, stock flow scripts
make -C /OpenROAD-flow-scripts/flow DESIGN_CONFIG=/design/flow/config.mk WORK_HOME=/design/flow/orfs finish
</file>
<file path="flow/design.v">
module fifo #(
    parameter WIDTH = 8,
    parameter DEPTH = 16,
    parameter ALMOST_FULL_THRESHOLD = DEPTH - 2,
    parameter ALMOST_EMPTY_THRESHOLD = 2
) (
    input  logic              clk,
    input  logic              rst_n,
    input  logic              wr_en,
    input  logic [WIDTH-1:0]  wr_data,
    output logic              full,
    output logic              almost_full,
    input  logic              rd_en,
    output logic [WIDTH-1:0]  rd_data,
    output logic              empty,
    output logic              almost_empty,
    output logic [$clog2(DEPTH):0] fill_level
);
    localparam ADDR_WIDTH = $clog2(DEPTH);
    logic [WIDTH-1:0]      mem [DEPTH-1:0];
    logic [ADDR_WIDTH:0]   wr_ptr;       
    logic [ADDR_WIDTH:0]   rd_ptr;       
    logic [ADDR_WIDTH-1:0] wr_addr;
    logic [ADDR_WIDTH-1:0] rd_addr;
    assign wr_addr = wr_ptr[ADDR_WIDTH-1:0];
    assign rd_addr = rd_ptr[ADDR_WIDTH-1:0];
    assign empty = (wr_ptr == rd_ptr);
    assign full  = (wr_ptr[ADDR_WIDTH-1:0] == rd_ptr[ADDR_WIDTH-1:0]) && 
                  (wr_ptr[ADDR_WIDTH] != rd_ptr[ADDR_WIDTH]);
    always_comb begin
        if (wr_ptr[ADDR_WIDTH] == rd_ptr[ADDR_WIDTH]) begin
            fill_level = wr_ptr[ADDR_WIDTH-1:0] - rd_ptr[ADDR_WIDTH-1:0];
        end else begin
            fill_level = DEPTH - (rd_ptr[ADDR_WIDTH-1:0] - wr_ptr[ADDR_WIDTH-1:0]);
        end
    end
    assign almost_full  = (fill_level >= ALMOST_FULL_THRESHOLD);
    assign almost_empty = (fill_level <= ALMOST_EMPTY_THRESHOLD);
    always_ff @(posedge clk or negedge rst_n) begin
        if (!rst_n) begin
            wr_ptr <= '0;
        end else if (wr_en && !full) begin
            mem[wr_addr] <= wr_data;
            wr_ptr <= wr_ptr + 1;
        end
    end
    always_ff @(posedge clk or negedge rst_n) begin
        if (!rst_n) begin
            rd_ptr <= '0;
            rd_data <= '0;
        end else if (rd_en && !empty) begin
            rd_data <= mem[rd_addr];
            rd_ptr <= rd_ptr + 1;
        end
    end
endmodule 
</file>
<file path="flow/config.mk">
export PLATFORM = sky130hd
export DESIGN_NAME = fifo
export DESIGN_NICKNAME = fifo
export VERILOG_FILES = /design/flow/design.v
export SDC_FILE = /design/flow/constraint.sdc
export NUM_CORES = 4
export LEC_CHECK = 1
export CORE_UTILIZATION = 40
</file>
==> GITHUB_STEP_SUMMARY <==
### Yosys + OpenROAD results

| Metric | Value |
|---|---|
| Capture point of the worst reg-to-reg path | mem[8][7]$_DFFE_PP_ |
| Flop2flop setup slack | about 1.8 ns |
| Crit Path Max Fanout | 4 |
| Largest net degree at the start of global routing | 35 |
| RSZ-0062 raised after global routing | no |
| TritonCTS buffer count | 17 |
| GRT Overall Usage | around a fifth |
| Final Wtd Congestion | 0.8378 |
| Synthesized area | about 6100 µm² |
| Initial core utilization | roughly two fifths |
| Top FF cell, synth | edfxtp_1 |
| Clk latency of the worst-skew pair | 0.41 ns |
| Ant diodes | 0 |
| Core ar. | 14700 µm² |
| Unique cell type count in the Yosys netlist | a little over 50 |
| # Post-CTS Setup Buffers | 0 |
| Fmax achieved | about 270 MHz |
| Post-synth ARST share | roughly 12% |
| HPWL after detailed placement | roughly 8500 µm |
| Area growth from synthesis to layout | 17.42% |
| Layout cell share with drive strength beyond 1 | between 10% and 20% |
| Worst-path clk slew | roughly 0.060 ns |
| Synth warnings | 2 |
| Max clock buf depth | 2 |
| Via count | roughly 3600 |
| CP dominant cell by count | inv_1 |
| # fillers | between 1000 and 1500 |
| Top-area cell share | between 60 and 70% |
| Chip height | ~130 µm |
| Post_cts resized | 0 |
| Area leader, netlist | edfxtp_1 |
| Seq share, synth | 70.34% |
| R2R depth | 5 |
| DP Worst Slack | roughly 1.4 ns |
| Hold Fails Final Rpt | 0 |
| CP Cell Sequence | inv_1 -> ha_1 -> inv_1 -> fa_1 -> a21o_1 -> a21oi_1 -> xnor2_1 -> a211oi_1 -> clkdlybuf4s50_1 |
| Synth top area cells | edfxtp_1, dfrtp_1, a22oi_1 |
| WL/cell | between 20 and 25 µm |
| IO buf count | 28 |
| Most frequent cells in the layout | edfxtp_1, a22oi_1, clkdlybuf4s50_1 |
| Min Tclk post-route | between 3 and 4 ns |
| Measured slew at the worst slew-check pin | 1.004 ns |
| Period utilization | approximately 80% |
| Tool warnings | 31 |
| Crit Path Class | flip-flop to output port |
| TritonCTS clock tree | yes |
| 1st-iter DRT viols | about 330 |
| Req. time, crit path | approximately 3.8 ns |
| Relative slew slack | about a third |
| DR pass1 iterations | 26 |
| Status | finished clean |
| Die area | between 15000 and 20000 µm² |
| R2r startpoint | wr_ptr[2]$_DFFE_PN0N_ |
| Die X | 125.5 µm |
| Yosys stat cell total | between 300 and 400 |
| Clock skew | roughly 0.0076 ns |
| CP Launch Point | wr_ptr[0]$_DFFE_PN0N_ |
| Final Util | roughly half |
| Inst Count DP | 604 |
| P_leak | between 2 and 2.5 nW |
| Initial antenna violation count | 0 |
| Final wirelength | ~14000 µm |
| IO Count | 29 |
| Gr ovfl total | 0 |
| Max_cap viols | 0 |
| Vias in the first global route | around 3600 |
| CP Capture Type | output port |
| Post-route setup slack | 1.029 ns |
| Min-Delay Path Class | flip-flop to flip-flop |
| IR drop worst, VDD | about 0.34 mV |
| Slowest CP cell | clkdlybuf4s50_1 |
| CTS H-Tree Depth | 4 |
| Root Buffer Master | clkbuf_16 |
| Critical Path Start Type | flip-flop |
| Flip-flops with a built-in enable | about 130 |
| Antenna Nets Post-Route | 0 |
| Post-synth regs | approximately 150 |
| Number of cell rows | approximately 44 |
| Sink Count | around 150 |
| First-pass GRT wire length | 21110 µm |
| # DRC | 0 |
| Fin cells | roughly 640 |
| Fin. max-slew vios | 0 |
| Vias/cell | roughly 5.7 |
| CP arrival | around 2.7 ns |
| Power Density | between 600 and 700 nW/µm² |
| CP peak stage delay | 0.49 ns |
| Hold Buf Count CTS | 0 |
| Setup TNS | 0 ns |
| Post-synth area from yosys stat | between 6000 and 7000 µm² |
| Synth Instances | 399 |
| Commonest Layout Cell | edfxtp_1 |
| Setup crit end | almost_empty |
| Final setup fails | 0 |
| Syn Area/Cell | approximately 15 µm² |
report_power, final:
part | switching [mW] | leakage (nW) | total, mW | internal, mW
Sequential | 0.0994 | 1.36 | 1.65 | 1.55
Clock | 0.501 | 0.268 | 1.28 | 0.774
Combinational | 0.978 | 0.792 | 1.80 | 0.822
worst min-delay path by stage:
| stage | from | to | slack (ns) | cells after the start |
|---|---|---|---|---|
| 4_1_cts | rd_data[0]$_DFFE_PN0P_ | rd_data[0]$_DFFE_PN0P_ | 0.53 | 2 |
| 5_1_grt | rd_data[0]$_DFFE_PN0P_ | rd_data[0]$_DFFE_PN0P_ | 0.56 | 2 |
| 6_report | rd_data[0]$_DFFE_PN0P_ | rd_data[0]$_DFFE_PN0P_ | 0.52 | 2 |
Yosys cell counts, types with 7 or more instances:
library cell and count:
dfrtp_1 18, nand2_1 16, inv_1 7, nor2_1 16
buf_4 7, ha_1 12, mux2i_1 18, a21oi_1 12
a22oi_1 30, nand3b_1 10, nor3_1 9, xnor2_1 10
buf_2 11, nand3_1 12, o21ai_0 11, edfxtp_1 128
flip-flops by register name (all words and copies together) (netlist names):
name	flops
mem	128
rd_data	8
rd_ptr	5
wr_ptr	5
per-layer routing:
metal  wire [µm]  global-route usage [%]
met4         125                   1.793
met5           0                   1.238
met2        6443                   28.43
met3        1433                   10.42
met1        5675                   29.05
layout make-up:
class / count / area, µm² / share of cell area [%]
sequential: 146 / 4294 / 59.91
multi-input combinational: 220 / 1630 / 22.74
clock buffer: 17 / 425.4 / 5.935
timing repair buffer: 46 / 415.4 / 5.795
tap: 184 / 230.2 / 3.212
clock inverter: 15 / 142.6 / 1.990
inverter: 8 / 30.03 / 0.4189
cells by family (layout without fill, tap and decap cells):
family | count (synthesis) | in the layout | synth area share [%]
adder cells (fa/ha/maj) | 13 | 13 | 2.787
XOR/XNOR | 12 | 12 | 1.722
flip-flops | 146 | 146 | 70.34
multiplexers | 21 | 21 | 3.997
buffers and inverters | 33 | 86 | 2.951
AND/OR/NAND/NOR | 79 | 79 | 6.641
AND-OR/OR-AND | 95 | 95 | 11.56
through the flow:
| step | area [µm²] | hold WS (ns) | total power [mW] |
|---|---|---|---|
| detailed placement | 6600 | 0.5195 | 3.479 |
| global placement | 6600 | 0.5142 | 3.456 |
| global route | 7168 | 0.5603 | 5.027 |
| floorplan | 6105 | 0.4313 | 2.813 |
| CTS | 7168 | 0.5276 | 4.758 |
| finish | 7168 | 0.5201 | 4.727 |
worst max-delay path: cells and delay by family (launching register included):
kind,cells,cell delay [ns]
buffers and inverters,3,0.69
adder cells (fa/ha/maj),2,0.58
AND-OR/OR-AND,3,0.53
flip-flops,1,0.41
XOR/XNOR,1,0.11
Power is estimated from default activity; no workload was simulated.
