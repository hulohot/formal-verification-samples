===== /design/flow/config.mk =====
export PLATFORM = sky130hd
export DESIGN_NAME = multiplier
export DESIGN_NICKNAME = multiplier
export VERILOG_FILES = /design/flow/design.v
export SDC_FILE = /design/flow/constraint.sdc
export NUM_CORES = 4
export LEC_CHECK = 1
export CORE_UTILIZATION = 30

===== /design/flow/constraint.sdc =====
current_design multiplier

set clk_period 9.3
set clk_io_pct 0.2

create_clock -name clk0 -period $clk_period [get_ports {clk}]

set non_clock_inputs [all_inputs -no_clocks]
set_input_delay [expr $clk_period * $clk_io_pct] -clock clk0 $non_clock_inputs
set_output_delay [expr $clk_period * $clk_io_pct] -clock clk0 [all_outputs]

===== /design/flow/design.v =====
module multiplier #(
    parameter WIDTH = 8
) (
    input  logic                clk,
    input  logic                rst_n,
    input  logic                start,       
    input  logic [WIDTH-1:0]    a,           
    input  logic [WIDTH-1:0]    b,           
    output logic [2*WIDTH-1:0]  product,     
    output logic                busy,        
    output logic                done         
);
    logic [WIDTH-1:0]     multiplicand;
    logic [WIDTH-1:0]     multiplier;
    logic [2*WIDTH-1:0]   acc;
    logic [$clog2(WIDTH)-1:0] count;
    typedef enum logic [1:0] {
        IDLE    = 2'b00,
        CALC    = 2'b01,
        FINISH  = 2'b10
    } state_t;
    state_t state, next_state;
    always_ff @(posedge clk or negedge rst_n) begin
        if (!rst_n) begin
            state <= IDLE;
            multiplicand <= '0;
            multiplier <= '0;
            acc <= '0;
            count <= '0;
            product <= '0;
            busy <= 1'b0;
            done <= 1'b0;
        end else begin
            state <= next_state;
            case (state)
                IDLE: begin
                    if (start) begin
                        multiplicand <= a;
                        multiplier <= b;
                        acc <= '0;
                        count <= '0;
                        busy <= 1'b1;
                        done <= 1'b0;
                    end
                end
                CALC: begin
                    if (multiplier[0]) begin
                        acc <= acc + (multiplicand << count);
                    end
                    multiplier <= multiplier >> 1;
                    count <= count + 1;
                end
                FINISH: begin
                    product <= acc;
                    busy <= 1'b0;
                    done <= 1'b1;
                end
                default: begin
                    state <= IDLE;
                end
            endcase
        end
    end
    always_comb begin
        next_state = state;
        case (state)
            IDLE: begin
                if (start) next_state = CALC;
            end
            CALC: begin
                if (count == WIDTH-1) next_state = FINISH;
            end
            FINISH: begin
                next_state = IDLE;
            end
            default: next_state = IDLE;
        endcase
    end
endmodule 

===== /design/flow/run.sh =====
#!/bin/bash
# OpenROAD 26Q1-2900-gdf79404cd8, Yosys 0.63+post, stock flow scripts
make -C /OpenROAD-flow-scripts/flow DESIGN_CONFIG=/design/flow/config.mk WORK_HOME=/design/flow/orfs finish

==> results.cfg <==
; generated from flow reports
[logic_synthesis]
syn_avg_cell_area_sq_um = 10.17
ys_sh_aoi_pct = 20.91
ys_area_sq_mm = 0.003327
synthTopCellsByCount = dfrtp_1, nand2_1, mux2_2, o21ai_0, a21oi_1
top_cell_area_share_pct = 41.37
synth_top_cell_by_area = dfrtp_1
logic_family = AND-OR/OR-AND gates
synth_flops = 56
syn_area_sq_mm = 0.003327
edf_count = 0
ys_top_cells_by_area = dfrtp_1, mux2_2, ha_1
ys_warn_count = 1
mux_area_share_pct = 12.82
synth_stat.cells = 327
synth-adder-area-share_pct = 6.995
syn_inst = 327
synth_cell_type_count = 53
synth-async-reset-ratio_pct = 100.0
most_common_cell = dfrtp_1
ys_sh_simple_pct = 12.37
seq_area_frac_synth_pct = 42.16
xor_area_share_pct = 2.106
ff_type = dfrtp_1

[power_and_ir_drop]
p_leak_nw = 1.696
p_int_w = 0.0007949
powerDensity_mw_per_mm2 = 355.4
peakVddDrop_uv = 123.9
pwr-share-seq_pct = 32.6
p_comb_share_pct = 57.8
swShare_pct = 42.71
power.total_w = 0.001388
clock_power_share_pct = 9.6
switchingPower_w = 0.0005926

[routing]
diodes = 0
vias_per_cell = 5.156
drt-initial-drc-count = 156
drt_pre_antenna_iters = 4
drtAntennaViolNets = 0
routed_wl_mm = 7.009
avgRoutedWirePerCell_um = 14.05
vias = 2573
drc = 0

[setup_path]
max_stage_delay_ns = 0.69
critPathTopFamily = simple AND/OR/NAND/NOR gates
rr_startpoint = count[1]
r2r_setup_slack_ns = 6.07
end_kind = register
crit_start = start
critPathLaunchType = input pin
critical_path_class = input pin to register
cpMaxStageDelayCell = or4_1
reg2reg_to = acc[10]
cp.arrival_ns = 4.30
critPathMostFrequentCell = nand3_1
crit_chain = clkdlybuf4s50_1 -> nand2b_1 -> nand3_1 -> or4_1 -> nand3_1
cp.buffers_inverters = 1
r2r_cells = 9
cp.required_ns = 9.55
worst-path-max-fanout = 19

[placed_design]
dp_hpwl_mm = 5.217
dp.cells = 491
gp_congestion = 0.8464
portBuffers = 36

[grt]
grt_first_pass_wirelength_mm = 12.25
overflow = 0
grt_pass1_vias = 2497
grt_max_degree = 57
grt_usage_pct = 13.50
antenna_found_initial = 0

[cells_and_area]
final_util_pct = 36.01
drive_gt1_share_pct = 13.37
syn_to_final_growth_pct = 17.34
instances_no_fill = 499

[final_timing]
slew_headroom_pct = 53.15
fin_tns_setup_ns = 0
finalHoldViolCount = 0
skew_ns = 0.008695
final_max_slew_viol_count = 0
finalClockPeriodUsage_pct = 43.56
report.final.setup_viol = 0
rsz0062_at_grt = no
finalCriticalPeriod_ns = 4.051
fmax_mhz = 246.8
tightest_slew_ns = 0.7028

[floorplanning]
die_y_um = 107.3
fp_util_pct = 30.69
row_count = 38
die_width_um = 107.3
design.core.area_sq_mm = 0.01084
dieArea_sq_mm = 0.01152
io_pins = 37

[clock_network]
cts_buffers = 5
cts_tree = done
clock_latency_ns = 0.31
root_buffer = clkbuf_8
ctsHoldBuffers = 0
clk_path_buf_depth = 2
cts_resized = 0
postCtsSetupBuffers = 0
ctsHtreeMaxLevel = 2
clock-sinks = 56
clk_pin_slew_ns = 0.10

[outcome]
status = completed

[flow_run]
cap_violations = 0
tool_warnings = 25

[hold_path]
whs_endpoint = multiplier[7]
worstHoldPathType = register to register
hp-start = multiplier[7]
holdPathStages = 2
-- cell families after synthesis --
kind of cell,after synthesis
XOR/XNOR,8
multiplexers,39
adder cells (fa/ha/maj),18
AND-OR/OR-AND,103
flip-flops,56
buffers and inverters,22
AND/OR/NAND/NOR,81
-- cells in the final DEF, fill, tap and decap left out, types with 3 or more instances in the layout --
master / n
mux2i_1: 10
xnor2_1: 5
o211ai_1: 6
nand2b_1: 7
xor2_1: 3
nand2_1: 30
nand3_1: 6
and2_1: 3
o21ai_0: 26
nor3b_1: 4
ha_1: 17
clkbuf_8: 5
a21oi_1: 19
buf_4: 3
o22ai_1: 18
and3_1: 4
nor2_1: 12
a211oi_1: 4
clkdlybuf4s50_1: 35
dfrtp_1: 55
a21o_1: 4
a32o_1: 3
mux2_2: 29
o21a_1: 3
inv_1: 6
-- layer usage --
layer	GRT usage [%]	vias to the layer above	routed length, um	part of all wire [%]
li1	-	1288	-	-
met1	21.72	1227	3400	49
met2	20.55	53	3237	46
met3	2.099	5	310	4.4
met4	0.8806	0	60	0.86
met5	0	-	0	0
-- worst max path at each step --
stage / depth (start not counted) / endpoint / slack [ns]
after global routing: 5 / acc[14] / 4.98
after CTS: 5 / acc[12] / 5.22
final: 5 / acc[12] / 5.25
-- power by group through the flow --
stage	clock network, W	logic (W)	registers [W]
after global routing	0.000150	0.000899	0.000472
final	0.000133	0.000802	0.000453
after CTS	0.000141	0.000806	0.000454
-- final cells by class --
| type | count | area [sq um] |
|---|---|---|
| fillers | 1108 | 6937 |
| flip-flops and latches | 56 | 1403 |
| inverters | 7 | 26.28 |
| well taps | 140 | 175.2 |
| clock buffers | 7 | 76.32 |
| repair buffers | 39 | 377.9 |
| clock inverters | 1 | 8.758 |
| multi-input cells | 249 | 1837 |
-- tightest hold or removal path, stage by stage (launching register included) --
cell,delay (ns)
dfrtp_1,0.37
nand2_1,0.05
o21ai_0,0.06
-- through the flow --
stage	setup slack (ns)	hold WS, ns	cell area (sq um)
after floorplan	6.257	0.4506	3327
after global placement	4.959	0.4854	3819
after detailed placement	4.890	0.4859	3819
after CTS	5.223	0.5090	3904
after global routing	4.983	0.5280	3904
final	5.249	0.5060	3904
-- state kept, by name, indices dropped and copies added, names as in the netlist --
name          cells
done              1
busy              1
multiplier        8
product          16
state             3
count             3
acc              16
multiplicand      8
Power and IR drop assume default switching activity.
